`flow/config.mk`:
```
export PLATFORM = sky130hd
export DESIGN_NAME = bpb
export DESIGN_NICKNAME = bpb
export VERILOG_FILES = /design/flow/design.v
export SDC_FILE = /design/flow/constraint.sdc
export NUM_CORES = 4
export LEC_CHECK = 1
export CORE_AREA = 10 10 108 108
export DIE_AREA = 0 0 118 118
```
`flow/constraint.sdc`:
```
current_design bpb

set clk_period 3.6
set clk_io_pct 0.2

create_clock -name clk0 -period $clk_period [get_ports {clk}]

set non_clock_inputs [all_inputs -no_clocks]
set_input_delay [expr $clk_period * $clk_io_pct] -clock clk0 $non_clock_inputs
set_output_delay [expr $clk_period * $clk_io_pct] -clock clk0 [all_outputs]
```
`flow/design.v`:
```
module bpb( clk,
            resetb,
            Dis_CdbUpdBranch,
            Dis_CdbUpdBranchAddr,
            Dis_CdbBranchOutcome,
            Dis_BpbBranchPCBits,
            Dis_BpbBranch,
            Bpb_BranchPrediction
            );
    input clk;
    input resetb;
    input Dis_CdbUpdBranch; 
    input [2:0] Dis_CdbUpdBranchAddr;
    input Dis_CdbBranchOutcome;
    input [2:0] Dis_BpbBranchPCBits;  
    input Dis_BpbBranch;
    output Bpb_BranchPrediction;
    reg [1:0] bpb_array [0:7];
    wire [1:0] bpb_read_status;
    assign bpb_read_status = bpb_array[Dis_BpbBranchPCBits];
    assign Bpb_BranchPrediction = Dis_BpbBranch ? bpb_read_status[1] : 0;
    always @ (posedge clk or negedge resetb) begin
        if (!resetb) begin
            bpb_array[0] <= 2'b01;
            bpb_array[1] <= 2'b10;
            bpb_array[2] <= 2'b01;
            bpb_array[3] <= 2'b10;
            bpb_array[4] <= 2'b01;
            bpb_array[5] <= 2'b10;
            bpb_array[6] <= 2'b01;
            bpb_array[7] <= 2'b10;
        end
        else begin
            if (Dis_CdbBranchOutcome && Dis_CdbUpdBranch) begin
                if (bpb_array[Dis_CdbUpdBranchAddr] != 2'b11) 
                    bpb_array[Dis_CdbUpdBranchAddr] <= bpb_array[Dis_CdbUpdBranchAddr] + 1;
            end
            else if (!Dis_CdbBranchOutcome && Dis_CdbUpdBranch) begin
                if (bpb_array[Dis_CdbUpdBranchAddr] != 2'b00) 
                    bpb_array[Dis_CdbUpdBranchAddr] <= bpb_array[Dis_CdbUpdBranchAddr] - 1;                    
            end
        end
    end
endmodule
```
`flow/run.sh`:
```
#!/bin/bash
# OpenROAD 26Q1-2900-gdf79404cd8, Yosys 0.63+post, stock flow scripts
make -C /OpenROAD-flow-scripts/flow DESIGN_CONFIG=/design/flow/config.mk WORK_HOME=/design/flow/orfs finish
```
==> flow_summary_export.csv <==
group,metric,value,unit
pwr,power,0.944,mW
routing,viasPerCell,4.28,
routing,dr.pass1.iters,4,
global_route,grt.overflow.total,0,
setup_path,cp.arrival,3330,ps
setup_path,end_kind,"flop",
routing,drtIter0Drc,101,
global_route,antenna_found_initial,0,
final_timing,whs,512,ps
setup_path,critPathLaunchType,"input port",
global_route,grt_use_met1,0.0707,
clock_tree,cts_max_level,1,
final_timing,tns,0,ps
finish,utilization,0.172,
clock_tree,cts_sinks,16,
die,num_rows,35,
logic_synthesis,yosys_area,0.00134,sq mm
clock_tree,worstSkewPairLatency,250,ps
finish,instances_no_fill,279,
final_timing,worst_slew_pin_slew,739,ps
setup_path,crit_fanout,17,
finish,reg_top3,"bpb_array: 16 flops",
clock_tree,cts_tree,"done",
clock_tree,cts_root_buf,"clkbuf_8",
routing,via_count,1194,
final_timing,fmax,318,MHz
global_route,grtUsageMet2,0.0724,
final_timing,rsz0062_at_grt,"false",
finish,largest_register,"bpb_array",
global_route,grt_busiest_layer,"met2",
clock_tree,cts_hold_buf,0,
min_path,hold_path_depth,2,
routing,diodes,0,
die,initial_utilization,0.144,
logic_synthesis,async_flop_share,1.00,
finish,largest_reg_flops,16,
placement,io_buffer_count,11,
placement,routabilityCongestion,0.859,
global_route,grt_pass1_vias,1126,
clock_tree,cts_made_buffers,3,
logic_synthesis,ys_ff,16,
pwr,ir_drop,0.128,mV
routing,wl,3.45,mm
die,io_pins,12,
routing,drc_errors,0,
setup_path,r2r_cells,6,
logic_synthesis,netlist.top_cell.by_area,"dfstp_2",
job,cap_viol_max_count,0,
logic_synthesis,ys_warn_count,2,
die,core,0.00928,sq mm
clock_tree,clk_pin_slew,70,ps
placement,hpwl,2.58,mm
finish,syn2layout_area_growth,19.4,%
clock_tree,clockBufferDepth,2,
die,chip_area,0.0139,sq mm
logic_synthesis,ys_sh_adder,0,
final_timing,finalCritPeriodShare,0.873,
die,die-width,118,um
logic_synthesis,logic_family,"AND-OR/OR-AND gates",
final_timing,setup_viol,0,
routing,wl_per_cell,12.4,um
finish,num-fill-cells,1055,
logic_synthesis,ys_seq_frac,0.306,
logic_synthesis,ys_sh_xor,0.0205,
logic_synthesis,yosys.cell_types.count,38,
placement,place_inst,276,
global_route,met3_usage,0.00389,
finish,final_layout_size_suffix_gt1_frac,0.160,
status,status,"finished clean",
job,warnings,25,
global_route,grt_start_max_net_pins,22,
logic_synthesis,edf_count,0,
final_timing,hold_viol_final,0,
logic_synthesis,area_leaders,"dfstp_2 16%, dfrtp_1 15%, a311o_1 6.0%, a21oi_1 4.9%, a221oi_1 4.6%",
logic_synthesis,synthCells,143,
global_route,grt_use_total,0.0473,
die,die_h,118,um
logic_synthesis,avgSynthCellArea,9.37,sq um
logic_synthesis,common_cells,"13 x a21oi_1, 13 x nor2_1",
min_path,hold_class,"flop to flop",
logic_synthesis,ys_sh_simple,0.172,
final_timing,period_minus_slack,3140,ps
global_route,grt_pass1_wl,5.79,mm
logic_synthesis,synth.area.mux_share,0.0784,
final_timing,skew,4.55,ps
setup_path,required,3790,ps
clock_tree,postCtsSetupBuffers,0,
routing,antenna_left,0,
logic_synthesis,synth_stat.cells,143,
final_timing,maxSlewHeadroom,0.504,
pwr,power_density,590,mW/mm^2
final_timing,maxSlewViolCount,0,
logic_synthesis,synth_top_area_share,0.157,
setup_path,path_class,"input port to flop",
logic_synthesis,synthAoiAreaFrac,0.353,
pwr,power_leakage,0.517,nW
logic_synthesis,ff_type,"dfstp_2",
clock_tree,post_cts_resized,0,
logic_synthesis,synthesis.area,0.00134,sq mm
power breakdown:
| group | switching [mW] | total [mW] | internal [mW] |
|---|---|---|---|
| sequential | 0.0827 | 0.368 | 0.285 |
| clock | 0.0617 | 0.136 | 0.0742 |
| combinational | 0.229 | 0.440 | 0.211 |
| total | 0.374 | 0.944 | 0.570 |
cells in the final DEF, fill, tap and decap left out, types with 2 or more instances in the layout:
cell type	Yosys	final
nor2_1	13	13
a21oi_1	13	13
clkdlybuf4s50_1	0	11
a21boi_0	8	8
nand4_1	8	8
o211ai_1	8	8
a311o_1	8	8
dfstp_2	8	8
dfrtp_1	8	8
nand2_1	7	7
a221oi_1	7	7
mux2i_1	6	6
nand2b_1	5	5
inv_1	5	5
o2bb2ai_1	5	5
a32oi_1	3	3
clkbuf_8	0	3
buf_4	1	3
mux4_2	2	2
o21ai_0	2	2
nor2_2	2	2
cells by family after synthesis:
family | after synthesis
xor gates and xnor gates | 1
DFF | 16
AOI/OAI and AO/OA | 61
muxes | 8
and+or+nand+nor | 42
buffers and inverters | 15
critical path: stages:
cell             delay (ps)
clkdlybuf4s50_1         750
nor3b_1                 100
a211oi_1                350
o22a_1                  630
nand2_1                 370
a21boi_0                270
a311o_1                 140
through the flow:
stage               instance area, sq um  setup WS, ps
global route                        1600           169
CTS                                 1600           485
global placement                    1560           290
detailed placement                  1560           243
finish                              1600           456
floorplan                           1340          1330
final cells by class:
class,count,area (sq um),share of cell area
clock buffer,3,41.3,0.0258
inverter,5,18.8,0.0117
multi-input combinational,112,836,0.522
sequential,16,410,0.256
tap,129,161,0.101
timing repair buffer,14,133,0.0829
path summary, 6_finish.rpt:
path	slack [ps]	end	startpoint
max in group asynchronous	2240	bpb_array[1][0]$_DFFE_PN0P_	resetb
min reg2reg	510	bpb_array[2][0]$_DFFE_PN1P_	bpb_array[2][0]$_DFFE_PN1P_
max	460	bpb_array[4][1]$_DFFE_PN0P_	Dis_CdbUpdBranchAddr[2]
min	510	bpb_array[2][0]$_DFFE_PN1P_	bpb_array[2][0]$_DFFE_PN1P_
min in group asynchronous	900	bpb_array[6][1]$_DFFE_PN0P_	resetb
max reg2reg	1200	bpb_array[4][1]$_DFFE_PN0P_	bpb_array[3][1]$_DFFE_PN1P_
layer usage:
layer / routed length [um] / vias up
met5: 0 / -
met4: 56 / 0
met3: 166 / 4
met2: 1620 / 37
met1: 1610 / 570
li1: - / 583
Power is estimated from default activity; no workload was simulated.
