[flow/design.v]
module Frl( clk, 
            resetb,
            Cdb_Flush,
            Rob_CommitPrePhyAddr,
            Rob_Commit,
            Rob_CommitRegWrite,
            Cfc_FrlHeadPtr,
            Frl_RdPhyAddr,
            Dis_FrlRead,
            Frl_Empty,
            Frl_HeadPtr
            ) ;
parameter WIDTH = 6;
parameter DEPTH = 16;
parameter PTR_WIDTH = 5;
input clk;
input resetb;
input Cdb_Flush;
input [WIDTH-1:0] Rob_CommitPrePhyAddr;
input Rob_Commit;   		
input Rob_CommitRegWrite;
input [PTR_WIDTH-1:0] Cfc_FrlHeadPtr;
output [WIDTH-1:0] Frl_RdPhyAddr;
input Dis_FrlRead;
output Frl_Empty;
output [PTR_WIDTH-1:0] Frl_HeadPtr;
reg [PTR_WIDTH-1:0] Frl_HeadPtr;
reg [PTR_WIDTH-1:0] Frl_TailPtr;
reg [WIDTH-1:0] FreeRegArray [0:DEPTH-1];
integer i;
assign Frl_Empty = (Frl_TailPtr-Frl_HeadPtr == 5'b00000);
assign Frl_RdPhyAddr = FreeRegArray[Frl_HeadPtr[PTR_WIDTH-2:0]];
always @ (posedge clk or negedge resetb) begin
    if (!resetb) begin
        Frl_HeadPtr <= 5'b00000;
        Frl_TailPtr <= 5'b10000;
        for (i = 0; i < DEPTH; i = i + 1) begin
            FreeRegArray[i] <= 32 + i;
        end
    end
    else begin
        if (Rob_Commit & Rob_CommitRegWrite) begin
            FreeRegArray[Frl_TailPtr[PTR_WIDTH-2:0]] <= Rob_CommitPrePhyAddr;
            Frl_TailPtr <= Frl_TailPtr + 1;
        end
        if (Dis_FrlRead == 1 && Frl_TailPtr-Frl_HeadPtr != 5'b00000) begin
            Frl_HeadPtr <= Frl_HeadPtr + 1;
        end
        if (Cdb_Flush) begin
            Frl_HeadPtr <= Cfc_FrlHeadPtr;
        end
    end
end
endmodule
[flow/config.mk]
export PLATFORM = sky130hd
export DESIGN_NAME = Frl
export DESIGN_NICKNAME = Frl
export VERILOG_FILES = /design/flow/design.v
export SDC_FILE = /design/flow/constraint.sdc
export NUM_CORES = 4
export LEC_CHECK = 1
export CORE_UTILIZATION = 50
[flow/run.sh]
#!/bin/bash
# OpenROAD 26Q1-2900-gdf79404cd8, Yosys 0.63+post, stock flow scripts
make -C /OpenROAD-flow-scripts/flow DESIGN_CONFIG=/design/flow/config.mk WORK_HOME=/design/flow/orfs finish
[flow/constraint.sdc]
current_design Frl

set clk_period 3.3
set clk_io_pct 0.2

create_clock -name clk0 -period $clk_period [get_ports {clk}]

set non_clock_inputs [all_inputs -no_clocks]
set_input_delay [expr $clk_period * $clk_io_pct] -clock clk0 $non_clock_inputs
set_output_delay [expr $clk_period * $clk_io_pct] -clock clk0 [all_outputs]
==> impl_metrics.tcl <==
# collected from the flow reports
set metrics [dict create \
    status "completed" \
    stage_log_warnings 31 \
    routedWlPerCell_um 22.0 \
    yosys-stat-area_mm2 0.00525 \
    end_kind "primary output" \
    cp.required_ns 2.64 \
    path_max_fanout 19 \
    worstSetupPathType "flop to primary output" \
    antennaDiodeCount 0 \
    edf_count 0 \
    cts.sinks 106 \
    cts.clk_slew.worst_paths_ns 0.10 \
    numPortBuffers 28 \
    drc 0 \
    ant_nets 0 \
    ys_types 46 \
    die_w_um 104 \
    hold_path.class "input port to asynchronous set/reset pin" \
    period_minus_slack_ns 3.23 \
    drv_cap 0 \
    chip_area_mm2 0.0109 \
    hpwlAfterDp_um 8430 \
    place_ws_ns 0.258 \
    io_pins 29 \
    syn_inst 432 \
    final_cells 609 \
    coreArea_mm2 0.0102 \
    rows 37 \
    slew_viol_final 0 \
    syn-cell-area_mm2 0.00525 \
    largest_area_cell "dfrtp_1" \
    max_freq_ghz 0.310 \
    ys_cells 432 \
    gp_congestion 0.846 \
    p_leak_nw 2.52 \
    cp-start-kind "flop" \
    via_count 3608 \
    fin_crit_sh_pct 97.9 \
    p_per_area_mw_per_mm2 881 \
    fp_util_pct 51.3 \
    synthMostInstantiatedCell "mux2_2" \
    htreeDepth 3 \
    ys.flops 106 \
    worst_clock_skew_ns 0.00628 \
    cts-buffers-inserted 9 \
    clockBufferDepth 2 \
    first_iter_violations 148 \
    synthTopCellsByArea "dfrtp_1 (27%), dfstp_2 (25%), mux2_2 (21%)" \
    insertion_delay_ns 0.37 \
    worstPathArrival_ns 2.57 \
    grt_overflow 0 \
    grt_pass1_vias 3649 \
    synth_warnings 2 \
    track_usage_pct 26.6 \
    antenna_found_initial 0 \
    async_flop_share_pct 100 \
    finalHoldViolations 0 \
    worstMarginPinSlew_ns 0.717 \
    ir_drop_mv 0.513 \
    ys_seq_share_pct 51.7 \
    wirelength_um 13400 \
    dieHeight_um 104 \
    dr.pass1.iters 4 \
    clockRootBuffer "clkbuf_8" \
    yosys-top-cells-count "mux2_2 (99), dfrtp_1 (57), dfstp_2 (49)" \
    vias_per_cell 5.92 \
    grt_max_degree 65 \
    setup_violations 0 \
    maxSlewHeadroom_pct 52.0 \
    avgSynthCellArea_um2 12.1 \
    syn_to_final_growth_pct 15.8 \
    dpl.cell_count 583 \
    fillers 824 \
    ff_type "dfrtp_1" \
    grt_pass1_wl_um 21000 \
    layout-drive-gt1-share_pct 44.4 \
    worstRegToRegCells 6 \
    synth.top_cell.area_share_pct 27.2 \
    cts_tree "built" \
    layout_setup_ws_ns 0.0700 \
]
power breakdown:
part / internal (mW) / switching (mW) / leakage [nW]
Clock: 0.301 / 0.452 / 0.0916
Combinational: 1.20 / 1.10 / 1.20
Sequential: 1.97 / 0.337 / 1.23
Total: 3.47 / 1.89 / 2.52
final cells by class:
class	instances	area, um2	area share (%)
Sequential cell	106	2720	44.7
Clock buffer	11	141	2.33
Timing Repair Buffer	49	515	8.48
Clock inverter	5	37.5	0.618
Inverter	11	45.0	0.741
Tap cell	136	170	2.80
Multi-Input combinational cell	291	2450	40.3
state kept, by name (all words and copies together), names as in the netlist:
register      count
FreeRegArray     96
Frl_HeadPtr       5
Frl_TailPtr       5
cells in the final DEF, fill, tap and decap left out, drive strengths merged, types with 3 or more instances in the layout:
cell type	instances
nand4	4
a31oi	6
clkbuf	12
and3	3
ha	12
buf	21
mux2i	4
inv	12
nor2	13
mux2	99
clkdlybuf4s50	27
xnor2	5
o211ai	3
a221oi	9
o21ai	16
a222oi	5
a21oi	14
a22oi	14
dfstp	49
nand2	35
nor3	4
nor2b	3
nand3	21
dfrtp	57
path summary, 6_finish.rpt:
kind,startpoint,to,slack (ns)
hold / removal,resetb,Frl_HeadPtr[3]$_DFFE_PN0P_,0.28
setup reg to reg,Frl_HeadPtr[3]$_DFFE_PN0P_,Frl_HeadPtr[4]$_DFFE_PN0P_,1.21
min in group clk0,Frl_TailPtr[4]$_DFFE_PN1P_,Frl_TailPtr[4]$_DFFE_PN1P_,0.50
hold reg to reg,Frl_TailPtr[4]$_DFFE_PN1P_,Frl_TailPtr[4]$_DFFE_PN1P_,0.50
max in group asynchronous,resetb,FreeRegArray[10][3]$_DFFE_PN1P_,2.24
setup / recovery,Frl_HeadPtr[0]$_DFFE_PN0P_,Frl_RdPhyAddr[0],0.07
kinds of logic (layout without fill, tap and decap cells):
family | count (synthesis) | in the layout | share of synthesized area, %
AOI/OAI and AO/OA | 81 | 81 | 10.9
DFF | 106 | 106 | 51.7
adders and majority gates | 12 | 12 | 2.86
and+or+nand+nor | 88 | 89 | 8.42
buffers and inverters | 36 | 76 | 3.10
muxes | 103 | 103 | 22.0
xor gates and xnor gates | 6 | 6 | 1.00
critical path: stages, from the launching register on:
cell,delay (ns)
dfrtp_2,0.44
inv_1,0.09
ha_1,0.24
buf_12,0.17
a222oi_1,0.31
nand2_1,0.08
a21oi_1,0.19
a21oi_1,0.06
o22a_1,0.21
clkdlybuf4s50_1,0.40
through the flow:
stage	utilization (%)	area, um2	setup TNS, ns	hold WS, ns	total power [mW]
after floorplan	-	5250	0	0.364	3.62
after global placement	55.6	5690	0	0.484	4.34
after detailed placement	55.6	5690	0	0.490	4.38
after CTS	57.6	5890	0	0.289	5.17
after global routing	59.4	6080	-0.00100	0.308	5.70
final	59.4	6080	0	0.284	5.35
routing by layer:
layer	track usage (%)	wire length [um]	up-vias
met2	40.4	6270	110
met1	41.4	5720	1800
met5	0	0	-
met3	6.71	1050	24
li1	-	-	1674
met4	4.90	329	0
what timing repair did:
item                                    in CTS  in global routing
hold endpoints to repair                     0                  0
gates cloned                                 0                  2
endpoints found under the setup margin       6                  6
pin swaps                                    0                  3
gates resized                                9                 22
hold buffers                                 0                  0
buffers inserted                             0                  8
No activity file was given, so power comes from the tool's default toggle rates.
