===== ./constraint.sdc =====
current_design store_buffer

set clk_period 13.3
set clk_io_pct 0.2

create_clock -name clk0 -period $clk_period [get_ports {clk}]

set non_clock_inputs [all_inputs -no_clocks]
set_input_delay [expr $clk_period * $clk_io_pct] -clock clk0 $non_clock_inputs
set_output_delay [expr $clk_period * $clk_io_pct] -clock clk0 [all_outputs]

===== ./design.v =====
module store_buffer (   clk,
                        resetb,
                        Rob_SwAddr,
                        PhyReg_StoreData,
                        Rob_CommitMemWrite,
                        SB_Full,
                        SB_Stall,
                        Rob_TopPtr,
                        SB_FlushSw,
                        SB_FlushSwTag,
                        SBTag_counter,
                        SB_DataDmem,
                        SB_AddrDmem,
                        SB_DataValid,
                        DCE_WriteBusy,
                        DCE_WriteDone
                        );
input clk;
input resetb;
input [31:0] Rob_SwAddr;
input [31:0] PhyReg_StoreData;
input Rob_CommitMemWrite;
output SB_Full;
output SB_Stall;
input [4:0] Rob_TopPtr;
output SB_FlushSw;
output [1:0] SB_FlushSwTag;
output [1:0] SBTag_counter;
output [31:0] SB_DataDmem;
output [31:0] SB_AddrDmem;
output SB_DataValid;
input DCE_WriteBusy;
input DCE_WriteDone;
reg [31:0] address_array [0:3];
reg [31:0] data_array [0:3];
reg valid_array [0:3];
reg [1:0] SBTag_array [0:3];
reg [1:0] counter;
reg [1:0] SBTag_counter;
reg [1:0] SB_FlushSwTag;
wire send;
wire SB_Full;
assign send = (!DCE_WriteBusy && valid_array[3]);
assign SB_Full = (counter == 2'b00 && valid_array[0]);
assign SB_Stall = (DCE_WriteBusy && SB_Full);
assign SB_FlushSw = (DCE_WriteDone);
assign SB_DataDmem = data_array[3];
assign SB_AddrDmem = address_array[3];
assign SB_DataValid = valid_array[3];
always @ (posedge clk or negedge resetb) begin
    if (!resetb) begin
        counter <= 2'b11;
        SBTag_counter <= 2'b00;
        valid_array[0] <= 0;
        valid_array[1] <= 0;
        valid_array[2] <= 0;
        valid_array[3] <= 0;
    end
    else begin  
        if (send) begin 
            valid_array[3] <= valid_array[2];
            address_array[3] <= address_array[2];
            data_array[3] <= data_array[2];
            SBTag_array[3] <= SBTag_array[2];
            valid_array[2] <= valid_array[1];
            address_array[2] <= address_array[1];
            data_array[2] <= data_array[1];
            SBTag_array[2] <= SBTag_array[1];
            valid_array[1] <= valid_array[0];
            address_array[1] <= address_array[0];
            data_array[1] <= data_array[0];
            SBTag_array[1] <= SBTag_array[0];            
            SB_FlushSwTag <= SBTag_array[3];  
        end
        if (Rob_CommitMemWrite && !SB_Full) begin
            if (send) begin
                valid_array[counter+1]      <= 1;
                address_array[counter+1]    <= Rob_SwAddr;
                data_array[counter+1]       <= PhyReg_StoreData;
                SBTag_array[counter+1]      <= SBTag_counter;
                SBTag_counter               <= SBTag_counter + 1;
            end
            else begin
                valid_array[counter]        <= 1;
                address_array[counter]      <= Rob_SwAddr;
                data_array[counter]         <= PhyReg_StoreData;
                SBTag_array[counter]        <= SBTag_counter;
                SBTag_counter               <= SBTag_counter + 1;
            end
        end
        else if (!Rob_CommitMemWrite) begin
            if (send) valid_array[0] <= 0;
        end
        if (send && !Rob_CommitMemWrite && (counter != 2'b11) && !SB_Full) begin
            counter <= counter + 1;
        end
        else if (!send && Rob_CommitMemWrite && (counter != 2'b00)) begin
            counter <= counter - 1;
        end
    end
end
endmodule

===== ./config.mk =====
export PLATFORM = sky130hd
export DESIGN_NAME = store_buffer
export DESIGN_NICKNAME = store_buffer
export VERILOG_FILES = /design/flow/design.v
export SDC_FILE = /design/flow/constraint.sdc
export NUM_CORES = 4
export LEC_CHECK = 1
export CORE_UTILIZATION = 30

===== ./run.sh =====
#!/bin/bash
# OpenROAD 26Q1-2900-gdf79404cd8, Yosys 0.63+post, stock flow scripts
make -C /OpenROAD-flow-scripts/flow DESIGN_CONFIG=/design/flow/config.mk WORK_HOME=/design/flow/orfs finish

==> flow_metrics.py <==
# Metrics from the implementation run
metrics = {
    "global_routing": {
        "grt_use_total_pct": 18.2,
        "grt_max_degree": 67,
        "grt_pass1_wl_um": 58300,
        "antenna_found_initial": 0,
        "grt_pass1_vias": 9742,
        "grt_overflow": 0,
    },
    "yosys": {
        "synthXorXnorAreaFrac_pct": 0.205,
        "synth_flops": 274,
        "synth_seq_share_pct": 63.8,
        "ys_area_um2": 12800,
        "syn-mean-instance-area_um2": 13.0,
        "yosysCellCount": 989,
        "edf_count": 266,
        "ys_warn_count": 5,
        "synth_cell_type_count": 36,
        "netlist_instances": 989,
        "mux_share_pct": 2.14,
        "topCombFamilyByArea": "AND-OR/OR-AND gates",
        "ys.flop_type": "edfxtp_1",
        "synth_area_um2": 12800,
        "synth_adder_area_share_pct": 0.487,
        "async_flop_share_pct": 2.92,
        "simple_gate_share_pct": 13.9,
        "compound_area_share_pct": 15.7,
    },
    "placed_design": {
        "postPlaceCellArea_um2": 14700,
        "hpwl_um": 19900,
        "io_buffers": 138,
        "pre_cts_slack_ns": 6.66,
        "gp_congestion": 0.795,
    },
    "flow_run": {
        "maxCapViolCount": 0,
        "tool_warnings": 34,
    },
    "worst_hold_path": {
        "min_to": "SB_FlushSwTag[1]$_DFFE_PP_",
        "holdPathStages": 0,
        "min-delay-start": "SBTag_array[3][1]$_DFFE_PP_",
        "hold_path.class": "flip-flop to flip-flop",
    },
    "setup_path": {
        "cp_max_fo": 5,
        "r2r_cells": 9,
        "cp.arrival_ns": 3.96,
        "r2r_slack_ns": 9.87,
        "timing.rr.end": "data_array[2][17]$_DFFE_PP_",
        "r2r-start": "counter[0]$_DFFE_PN1P_",
        "crit_type": "input port to primary output",
        "crit_path_start_kind": "input port",
        "worstPathRequired_ns": 10.64,
        "endpoint_kind": "primary output",
    },
    "final_layout": {
        "mostFrequentLayoutCell": "edfxtp_1",
        "regArea_um2": 8190,
        "layout.area.comb_um2": 4240,
        "fill_cells": 3962,
        "synthToLayoutAreaGrowth_pct": 22.4,
        "design_area_um2": 15700,
        "lay_top_cells": "edfxtp_1 (266), clkdlybuf4s50_1 (137), nand2_1 (115)",
        "post_route_cells_drive_above_1_share_pct": 12.8,
    },
    "sta": {
        "drv_slew": 0,
        "skew_ns": 0.0278,
        "tightest_slew_ns": 0.811,
        "fin_crit_ns": 6.62,
        "fin_setup_tns_ns": 0,
        "rsz0062_at_grt": "false",
        "fin_ws_ns": 6.68,
        "fin_crit_sh_pct": 49.8,
        "setup_viol_count_final": 0,
        "max_slew_margin_pct": 45.8,
        "whs_ns": 0.453,
        "hold_viol_final": 0,
        "max_clock_freq_mhz": 151,
    },
    "detailed_routing": {
        "vias": 9469,
        "dr.pass1.iters": 5,
        "drc": 0,
        "drtIter0Drc": 700,
        "avgRoutedWirePerCell_um": 23.0,
        "insertedDiodeCount": 0,
        "drt.antenna.violating_nets": 0,
        "wl_um": 38000,
        "routed_via_density": 5.73,
    },
    "clock_tree": {
        "clk_pin_slew_worst_paths_ns": 0.06,
        "cts_buffers": 30,
        "clockBufferDepth": 3,
        "cts_setup_buffers": 0,
        "ctsRootBufferMaster": "clkbuf_16",
        "cts_hold_buf": 0,
        "post_cts_resize_count": 0,
        "clock.latency.late_pin_ns": 0.58,
        "cts_tree": "built",
        "cts_num_sinks": 274,
        "htree_levels": 1,
    },
    "floorplanning": {
        "dieHeight_um": 209,
        "rows": 75,
        "die_w_um": 209,
        "num_io_pins": 146,
        "die_area_um2": 43600,
        "initial_core_util_pct": 30.5,
        "core_area_um2": 42000,
    },
    "outcome": {
        "outcome": "completed",
    },
    "power_and_ir_drop": {
        "p_per_area_nw_per_um2": 227,
        "leakage_nw": 5.59,
        "ir_worst_vdd_mv": 0.0993,
    },
}
-- cell usage after synthesis (3+ instances only) --
cell	n	area share [%]
edfxtp_1	266	62
mux2i_1	24	1.9
dfrtp_1	6	1.2
o22ai_1	22	1.1
o311ai_0	21	1.4
nor2_1	26	0.76
nand2_1	118	3.5
mux2_2	3	0.26
o21ai_0	3	0.12
ha_1	5	0.49
or3_1	64	3.1
a31oi_1	50	2.4
nor3_1	49	1.9
o221a_2	43	3.8
buf_6	5	0.44
inv_1	4	0.12
clkbuf_1	44	1.3
a21oi_1	3	0.12
nand2b_1	3	0.15
buf_2	43	1.7
buf_4	4	0.23
a221o_1	82	6.4
and3_1	83	4.0
-- report_power, final --
group          switching (W)  internal, W
logic               0.000674     0.000595
clock network       0.000364     0.000468
registers           0.000142      0.00133
-- logic make-up (layout without fill, tap and decap cells) --
logic type / count (synthesis) / count (layout)
mux: 27 / 27
compound gates: 229 / 229
simple gates: 350 / 350
xor+xnor: 3 / 3
flops: 274 / 274
fa+ha+maj: 5 / 5
buf+inv: 101 / 226
-- per-stage QoR --
step / std cells / power, W / util (%)
2_1_floorplan: 989 / 0.00223 / -
3_3_place_gp: 1597 / 0.00273 / 35.0
3_5_place_dp: 1597 / 0.00275 / 35.0
4_1_cts: 1653 / 0.00360 / 37.4
5_1_grt: 1653 / 0.00378 / 37.4
6_report: 1653 / 0.00357 / 37.4
-- flip-flops by register name, summed over array words and instances, names as in the netlist --
name,flops
address_array,128
SB_FlushSwTag,2
valid_array,4
SBTag_counter,2
SBTag_array,8
data_array,128
counter,2
-- layout make-up --
cell class	instances	area share [%]
tap	539	4.29
clock inverter	15	0.940
clock buffer	41	5.36
timing repair buffer	166	10.2
sequential	274	52.2
multi-input combinational	614	27.0
inverter	4	0.0956
-- how the worst max path moves through the flow --
stage / startpoint / to / cells past startpoint
CTS: DCE_WriteBusy / SB_Stall / 3
finish: DCE_WriteBusy / SB_Stall / 3
global route: DCE_WriteBusy / SB_Stall / 3
-- critical path: stages --
cell	delay, ns
clkdlybuf4s50_1	0.61
and3_1	0.22
clkdlybuf4s50_1	0.46
-- routing by layer --
layer  routed length, um  vias up  global-route usage (%)
met2               17300      449                    27.5
met5                   0        -                       0
met3                3580       57                    6.80
met1               16300     4746                    26.3
li1                    -     4217                       -
met4                 852        0                    3.73
Power figures rest on the tool's default switching activity, not on a simulated workload.
